### /design/flow/config.mk
export PLATFORM = sky130hd
export DESIGN_NAME = Header
export DESIGN_NICKNAME = Header
export VERILOG_FILES = /design/flow/design.v
export SDC_FILE = /design/flow/constraint.sdc
export NUM_CORES = 4
export LEC_CHECK = 1
export CORE_UTILIZATION = 30
### /design/flow/constraint.sdc
current_design Header

set clk_period 6.1
set clk_io_pct 0.2

create_clock -name clk0 -period $clk_period [get_ports {clk}]

set non_clock_inputs [all_inputs -no_clocks]
set_input_delay [expr $clk_period * $clk_io_pct] -clock clk0 $non_clock_inputs
set_output_delay [expr $clk_period * $clk_io_pct] -clock clk0 [all_outputs]
### /design/flow/design.v
`timescale 1ns / 1ps
module Header(
    input clk,
    input en,
    input [15:0] inp,
    output reg [15:0] outp
    );
    reg [15:0] FIFOM [2:0];
    reg v = 0;
    reg [2:0] count = 0;
	integer i;
	initial begin
		FIFOM[0] <= 16'hffff;
		FIFOM[1] <= 16'hffff;
		FIFOM[2] <= 16'hffff;
	end
    always @ (posedge clk) begin
        if (en) begin
            	outp <= FIFOM[2];
            	FIFOM[2] <= FIFOM[1];
            	FIFOM[1] <= FIFOM[0];
            	FIFOM[0] <= inp;
            	v <= 1;
            	count <= 0;
        end
        else if (v) begin
            if (count < 3) begin
                count <= count + 1;
                outp <= FIFOM[2];
                FIFOM[2] <= FIFOM[1];
                FIFOM[1] <= FIFOM[0];
            end
            else begin
                v <= 0;
				FIFOM[0] <= 16'hffff;
				FIFOM[1] <= 16'hffff;
				FIFOM[2] <= 16'hffff;
            end
        end
    end
endmodule
### /design/flow/run.sh
#!/bin/bash
# OpenROAD 26Q1-2900-gdf79404cd8, Yosys 0.63+post, stock flow scripts
make -C /OpenROAD-flow-scripts/flow DESIGN_CONFIG=/design/flow/config.mk WORK_HOME=/design/flow/orfs finish
==> notes.md <==
From the run reports.

- The run finished with clean final reports.
- The level count of the clock H-tree reads 3.
- The via count is between 1000 and 1500.
- The total number of placement rows is 33.
- The maximum buffer depth of the clock tree reads 2.
- The final non-filler cell area reads ~3200 um2.
- Looking at the critical path, the highest net fanout was 48.
- The die boundary height reads about 95 um.
- Summing all placed instances gives a cell area of just over 3000 um2.
- The clock network latency to the later pin of the worst-skew pair is 0.32 ns.
- The leakage power summed over all cells is 1.145 nW.
- The number of global-route vias before repair reads between 1000 and 1500.
- The max-slew violation count is 0.
- The type of the worst setup path reads in2reg.
- The first-pass GRT wire length is 5388 um.
- Between the synthesized netlist and the finished layout, the area growth was recorded as 23.10%.
- The floorplan step records an initial core utilization of 31.33%.
- The tally of yosys warning messages is 2.
- CTS saw 68 sinks.
- The maximum resistive drop on vdd is 130.4 uV.
- The count of hold buffers inserted by post-cts repair is 0.
- The share of final-layout standard cells stronger than drive strength 1 is 9.722%.
- The post-synth design cell area is 2600 um2.
- The number of post-CTS setup repair buffers is 0.
- The cell resize tally after clock tree synthesis is 0.
- The CTS tree is built.
- The post-detailed-route count of antenna-violating nets is 0.
- In the Yosys report, the sequential cells make up about three quarters of the chip area.
- Clock skew on the completed layout was measured at 0.005199 ns.
- The number of antenna violations at the first check in global routing is 0.
- The most numerous cell type found on the critical path is sky130_fd_sc_hd__buf_4.
- The synthesized flop and latch total reads 68.
- Per the Yosys statistics, synthesis produced between 150 and 200 cells.
- The fraction of synthesized cell area taken by the top area cell type is 73.92%.
- The number of non-filler instances in the completed layout is 321.
- The placed cell count is 305.
- For the worst setup path, the data required time is between 6 and 7 ns.
- The total core area is around 8300 um2.
- 0 antenna diodes ended up in the layout.
- The cell family with the largest share of critical-path delay reads buffers and inverters.
- The arrival time at the worst endpoint is 2.70 ns.
- The worst-case setup margin in the final layout reads 3.365 ns.
- Summed over all routing layers, the global router reports a total usage of 8.003%.
- Entering global routing, the biggest net connects 49 pins.
- The count of mapped cells out of synthesis reads 173.
- In the log, the iteration count for the first detailed-route pass is 4.
- The slowest stage of the critical path is the sky130_fd_sc_hd__buf_4 cell.
- The die width is 95.10 um.
- The number of design-rule violations left by the first detailed-router iteration reads 45.
- After layout, the minimum clock period comes to 2.735 ns.
- The number of maximum-capacitance violations is 0.
- The netlist uses 21 different library cells.
- A synthesized cell averages between 15 and 20 um2.
- The class of the most critical hold timing path reads reg2reg.
- Walking the worst path, the cells encountered are clkdlybuf4s50_1, buf_4, or2_2, buf_4.
- The worst-margin pin slew reads 0.6181 ns.
- The part of the cycle the worst path needs is 44.83%.
- The final standard cell utilization of the core reads 38.56%.
- The sort of element at the end of the critical path is a flip-flop.
- The total chip power reads 1.415 mW.
- The sum of buffers and inverters on the critical path is 3.
- The remaining design rule violation count is 0.
- During placement, the flow inserted port buffers numbering 33.
- The average wire per standard cell reads 10.23 um.
- 34 I/O pins were placed.
- The HPWL reported at the end of detailed placement reads 2010 um.
- The detailed router reported a total wirelength of 3284 um.
- After floorplanning, the die was sized to cover 9043 um2.
- After synthesis, the cell types taking the most area are sky130_fd_sc_hd__edfxtp_1 74%, sky130_fd_sc_hd__or2_1 7.2%, sky130_fd_sc_hd__a21oi_1 3.3%, sky130_fd_sc_hd__dfxtp_1 3.1%, sky130_fd_sc_hd__nor3_1 3.1%.
- The maximum single-stage delay on the critical path is 0.47 ns.
- Setup repair after global routing left no endpoint under its margin.
- The total overflow reported by the global router is 0.
- The setup slack after placement is 3.019 ns.
- The slew check shows that the tightest pin keeps a relative margin of 58.79%.
- According to the Yosys statistics, the synthesized design has a chip area of 2600 um2.
- The routed via count divided by cell count is 4.037.
- Clock tree synthesis selected as its root buffer the cell sky130_fd_sc_hd__clkbuf_8.
- Per the post-CTS timing run, clock transition at the registers of the reported paths is about 0.060 ns.
- The worst setup path is launched from an input pin.
- The highest clock frequency the design can meet reads 365.7 MHz.
- The number of buffers created by CTS is 9.
- The final setup TNS reads 0 ns.
- The routability-driven placement congestion ratio reads 0.7100.
- The largest area contributor in the synthesized netlist reads sky130_fd_sc_hd__edfxtp_1.
- In this run the power density over the cells is 442.0 nW/um2.
- The number of OpenROAD warnings is 25.
- The total count of hold-check failures in the final report reads 0.
- The count of endpoints failing setup in the final report reads 0.
- The worst slack on hold paths reads 0.4170 ns.
## cell type report
type                    count  area [um2]
fillers                   794        5099
flip-flops and latches     68        2002
multi-input cells          81       480.5
repair buffers             35       345.3
well taps                 105       131.4
clock buffers               9       123.9
inverters                  16       60.06
clock inverters             7       57.56
## sequential cells by signal, summed over array words and instances, names as in the netlist
| signal | cells |
|---|---|
| FIFOM | 48 |
| count | 3 |
| v | 1 |
| outp | 16 |
## cells by family after synthesis
kind of cell | after synthesis | synth area share, %
AND/OR/NAND/NOR | 57 | 12.85
adder cells (fa/ha/maj) | 1 | 0.4812
AND-OR/OR-AND | 23 | 5.149
buffers and inverters | 24 | 4.523
flip-flops | 68 | 77.00
## power breakdown
part           total (mW)  switching, mW  internal (mW)
combinational       0.271          0.107          0.163
sequential          0.814         0.0559          0.758
clock               0.329          0.147          0.183
## cell usage in the layout (no fill, tap or decap), drive strengths merged
cell and n:
a21oi 17, clkdlybuf4s50 33, bufinv 1, edfxtp 64
dfxtp 4, clkinv 6, nand2 2, a21o 3
ha 1, or2 33, a211oi 1, inv 16
a31oi 1, clkbuf 9, nand2b 1, nor2 2
nor2b 3, buf 2, o21ai 1, nor3 16
## worst paths after layout
check	depth (start not counted)	slack (ns)	from	end
setup / recovery	4	3.37	en	FIFOM[2][10]
hold reg to reg	0	0.42	FIFOM[2][15]	outp[15]
setup reg to reg	2	4.47	v	outp[6]
hold / removal	0	0.42	FIFOM[2][15]	outp[15]
## cells in the mapped netlist (all sizes together)
library cell and n:
clkbuf 1, a211oi 1, nand2 2, edfxtp 64
inv 16, nor2 2, buf 7, nand2b 1
a31oi 1, dfxtp 4, o21ai 1, a21oi 17
a21o 3, nor2b 3, ha 1, nor3 16
or2 33
## per-layer routing
layer / wire length [um] / GRT usage [%] / vias to the layer above
met5: 0 / 0 / -
met4: 112 / 2.525 / 0
met3: 171 / 1.865 / 8
met2: 1404 / 11.37 / 44
met1: 1596 / 12.98 / 558
li1: - / - / 686
Power is estimated from default activity; no workload was simulated.
