==> design.v <==
`timescale 1ns / 1ps
module descrambler(
    input clk,
    input en,
    input [15:0] inp,
    output reg [15:0] outp,
	output reg valid
    );
    reg [17:0] X = 18'h00001;
    reg [17:0] Y = 18'h3ffff;
    wire x_feed, x_ff;
	wire y_feed, y_ff;
    wire z_ni, z_ni2;
	wire [1:0] R_n;
	assign x_feed 	= X[0] ^ X[7];
	assign y_feed 	= Y[10] ^ Y[7] ^ Y[5] ^ Y[0];
	assign x_ff 	= X[4] ^ X[6] ^ X[15];
	assign y_ff 	= Y[5] ^ Y[6] ^ Y[8] ^ Y[9] ^ Y[10] ^ Y[11] ^ Y[12] ^ Y[13] ^ Y[14] ^ Y[15];
	assign z_ni 	= X[0] ^ Y[0];
	assign z_ni2 	= x_ff ^ y_ff;
	assign R_n 		= z_ni +(z_ni2 << 1);
    always @(posedge clk)begin
	    outp <= 0;
        if (en) begin
			X 		<= {x_feed, X[17:1]};
			Y 		<= {y_feed, Y[17:1]};
            outp 	<= (R_n == 0) ? inp:
					(R_n == 1) ? {-inp[7:0], inp[15:8]}:
					(R_n == 2) ? -inp:
					(R_n == 3) ? {inp[7:0], -inp[15:8]}:
					inp;
			valid 	<= 1;
        end    
		else valid 	<= 0;
    end
endmodule
==> config.mk <==
export PLATFORM = sky130hd
export DESIGN_NAME = descrambler
export DESIGN_NICKNAME = descrambler
export VERILOG_FILES = /design/flow/design.v
export SDC_FILE = /design/flow/constraint.sdc
export NUM_CORES = 4
export LEC_CHECK = 1
export CORE_UTILIZATION = 30
==> run.sh <==
#!/bin/bash
# OpenROAD 26Q1-2900-gdf79404cd8, Yosys 0.63+post, stock flow scripts
make -C /OpenROAD-flow-scripts/flow DESIGN_CONFIG=/design/flow/config.mk WORK_HOME=/design/flow/orfs finish
==> constraint.sdc <==
current_design descrambler

set clk_period 3.5
set clk_io_pct 0.2

create_clock -name clk0 -period $clk_period [get_ports {clk}]

set non_clock_inputs [all_inputs -no_clocks]
set_input_delay [expr $clk_period * $clk_io_pct] -clock clk0 $non_clock_inputs
set_output_delay [expr $clk_period * $clk_io_pct] -clock clk0 [all_outputs]
==> qor.csv <==
stage,metric,value,unit
outcome,status,"finished, final reports clean",
placement,portBuffers,34,
drt,num_antenna_cells,0,
sta,slew_headroom,48.7,%
yosys,synthCells,179,
drt,routed_wl,4250,µm
critical_path,critical_path_depth,6,
sta,final.setup.tns,0,ns
placement,placed_cell_area,0.00276,mm²
sta,rsz0062_at_grt,no,
placement,gp_congestion,0.885,
global_routing,grt_overflow,0,
critical_path,cpPeakStageDelay,0.67,ns
clocking,cts.hold.buffers_added,0,
drt,first_pass_iters,4,
critical_path,cp.buffers_inverters,1,
layout,area_growth,23.1,%
sta,worst_pin_slew,0.767,ns
global_routing,grt_max_degree,45,
clocking,cts_tree,yes,
floorplanning,rows,31,
yosys,synthDistinctLibCells,36,
clocking,h-tree-depth,2,
critical_path,critical_path.cell_chain,"clkdlybuf4s50_1, nor4_1, nand2_1, o41ai_1, xor2_1, o22ai_1",
critical_path,critPathMaxFanout,5,
critical_path,crit_path_start_kind,input pin,
critical_path,critical_path.top_delay_family,simple AND/OR/NAND/NOR gates,
clocking,clk_latency,0.30,ns
global_routing,grt_usage,11.3,%
sta,max_freq,0.384,GHz
clocking,cts-resized-gates,0,
critical_path,cp.required,3.68,ns
critical_path,path_class,in2reg,
power,powerDensity,622,mW/mm²
clocking,cts_buffer_depth,2,
floorplanning,pin_count,35,
layout,num-fill-cells,734,
drt,vias,1443,
yosys,yosys_area,0.00232,mm²
drt,viasPerCell,4.54,
layout,final_cells,318,
yosys,async_flop_share,0,%
critical_path,end_kind,register,
yosys,top_area_cell,edfxtp_1,
run,warning_count,25,
layout,final_core_util,38.7,%
yosys,yosysWarnings,1,
global_routing,grt_antenna_before_repair,0,
clocking,cts.clk_slew.worst_paths,0.10,ns
sta,finalCriticalPeriod,2.61,ns
sta,maxSlewViolCount,0,
yosys,avgSynthCellArea,12.9,µm²
placement,dp.cells,310,
clocking,clockRootBuffer,clkbuf_8,
yosys,synth_area,0.00232,mm²
yosys,ys_seq_share,61.4,%
sta,hold_viol,0,
drt,ant_nets,0,
drt,post_drt_wl_per_cell,13.4,µm
layout,design_area,0.00285,mm²
layout,layout_top_cell,edfxtp_1,
yosys,synthTopCellsByArea,"edfxtp_1 (47%), dfxtp_1 (15%), xnor2_1 (6.8%)",
layout,layout-drive-gt1-share,8.22,%
yosys,yosysTopAreaCellShare,46.7,%
run,cap_violations,0,
drt,drt_iter0_markers,81,
global_routing,grt_first_pass_wirelength,6910,µm
critical_path,reg2regPathDepth,6,
yosys,ys_cells,179,
critical_path,r2r_setup_slack,0.99,ns
yosys,numSynthFlops,53,
layout,final_cell_mix,"edfxtp_1 (36), clkdlybuf4s50_1 (33), xnor2_1 (18)",
yosys,flop_cell,edfxtp_1,
drt,drc,0,
critical_path,worstPathArrival,2.78,ns
floorplanning,die_w,89.9,µm
floorplanning,fp.dieH,89.9,µm
floorplanning,fp_util,31.4,%
hold_path,hold_class,reg2reg,
sta,setup_viol,0,
sta,min_period_over_period,74.5,%
yosys,edf_count,36,
critical_path,cp_slowest_cell,nor4_1,
hold_path,hold_depth,0,
power,ir_worst_vdd,0.000233,V
global_routing,grt_pass1_vias,1413,
clocking,cts-buffers-inserted,5,
sta,finClkSkew,0.0132,ns
power,leakagePower,1.01,nW
floorplanning,coreArea,0.00737,mm²
clocking,postCtsSetupBuffers,0,
floorplanning,dieArea,0.00807,mm²
placement,post-dp-hpwl,2830,µm
clocking,cts.sinks,53,
[cell families (layout without fill, tap and decap cells)]
| group | count (synthesis) | count (layout) | synth area share [%] |
|---|---|---|---|
| DFF | 53 | 53 | 61.4 |
| and+or+nand+nor | 47 | 47 | 9.45 |
| xor gates and xnor gates | 39 | 39 | 17.3 |
| AOI/OAI and AO/OA | 28 | 28 | 7.29 |
| buffers and inverters | 8 | 48 | 1.94 |
| adders and majority gates | 2 | 2 | 1.08 |
| muxes | 2 | 2 | 1.57 |
[path summary, 6_finish.rpt]
check | from | to
min | X[14] | X[13]
min reg2reg | X[14] | X[13]
max | inp[4] | outp[15]
max reg2reg | Y[10] | outp[9]
[worst reg2reg max path: stages (launching register included)]
cell and delay (ns):
edfxtp_1 0.43, xor2_1 0.25, xnor3_2 0.53, xor2_2 0.60, mux2i_1 0.22, a211o_1 0.33, o211ai_1 0.09
[metal layers]
metal	GRT usage (%)	vias to the layer above	share of wire [%]
met4	1.61	0	0.80
li1	-	717	-
met3	2.92	4	6.3
met2	16.0	54	42
met1	18.8	668	51
met5	0	-	0
[layout make-up]
cell class / count / area (µm²) / area share [%]
well taps: 99 / 124 / 4.34
repair buffers: 36 / 350 / 12.3
flip-flops and latches: 53 / 1420 / 49.8
multi-input cells: 118 / 850 / 29.8
inverters: 4 / 15.0 / 0.527
clock inverters: 3 / 22.5 / 0.790
clock buffers: 5 / 68.8 / 2.41
[power by group]
group / switching (mW) / internal [mW]
Clock: 0.199 / 0.140
Combinational: 0.294 / 0.344
Sequential: 0.0344 / 0.764
Total: 0.527 / 1.25
[flip-flops by register name, summed over array words and instances (netlist names)]
register  flops
outp         16
X            18
valid         1
Y            18
[cells in the mapped netlist (2+ instances only)]
master    number
a21oi_1        7
buf_6          2
clkbuf_1       2
dfxtp_1       17
edfxtp_1      36
ha_1           2
inv_1          4
nand2_1       16
nand2_2        3
nand4_1        2
nor2_1        14
nor3_1         2
nor4_1         2
o21ai_0        5
o22ai_1       10
or3_1          2
xnor2_1       18
xnor3_2        2
xor2_1        16
[per-stage QoR]
step           hold slack, ns  setup WS [ns]  total power [mW]
2_1_floorplan           0.400           1.47              1.23
3_3_place_gp            0.401          0.580              1.45
3_5_place_dp            0.405          0.634              1.44
4_1_cts                 0.425          0.943              1.80
5_1_grt                 0.433          0.780              1.89
6_report                0.427          0.893              1.77
Power and IR drop assume default switching activity.
