--- /design/flow/config.mk ---
export PLATFORM = sky130hd
export DESIGN_NAME = scrambler
export DESIGN_NICKNAME = scrambler
export VERILOG_FILES = /design/flow/design.v
export SDC_FILE = /design/flow/constraint.sdc
export NUM_CORES = 4
export LEC_CHECK = 1
export CORE_UTILIZATION = 30
--- /design/flow/constraint.sdc ---
current_design scrambler

set clk_period 5.9
set clk_io_pct 0.2

create_clock -name clk0 -period $clk_period [get_ports {clk}]

set non_clock_inputs [all_inputs -no_clocks]
set_input_delay [expr $clk_period * $clk_io_pct] -clock clk0 $non_clock_inputs
set_output_delay [expr $clk_period * $clk_io_pct] -clock clk0 [all_outputs]
--- /design/flow/design.v ---
`timescale 1ns / 1ps
module scrambler(
    input clk,
    input en,
    input [15:0] inp,
    output reg [15:0] outp
    );
    reg [17:0] X = 18'h00001;
    reg [17:0] Y = 18'h3ffff;
    wire x_feed, x_ff;
	 wire y_feed, y_ff;
    wire z_ni, z_ni2;
	 wire [1:0] R_n;
	 assign x_feed 	= X[0] ^ X[7];
	 assign y_feed 	= Y[10] ^ Y[7] ^ Y[5] ^ Y[0];
	 assign x_ff 		= X[4] ^ X[6] ^ X[15];
	 assign y_ff 		= Y[5] ^ Y[6] ^ Y[8] ^ Y[9] ^ Y[10] ^ Y[11] ^ Y[12] ^ Y[13] ^ Y[14] ^ Y[15];
	 assign z_ni 		= X[0] ^ Y[0];
	 assign z_ni2 		= x_ff ^ y_ff;
	 assign R_n 		= z_ni +(z_ni2 << 1);
    always @(posedge clk)begin
	     outp <= 0;
        if(en)begin
				X 			<= {x_feed, X[17:1]};
				Y 			<= {y_feed, Y[17:1]};
            outp 		<= (R_n == 0) ? inp:
							(R_n == 1) ? {inp[7:0], -inp[15:8]}:
							(R_n == 2) ? -inp:
							(R_n == 3) ? {-inp[7:0], inp[15:8]}:
							inp;
        end    
    end
endmodule
--- /design/flow/run.sh ---
#!/bin/bash
# OpenROAD 26Q1-2900-gdf79404cd8, Yosys 0.63+post, stock flow scripts
make -C /OpenROAD-flow-scripts/flow DESIGN_CONFIG=/design/flow/config.mk WORK_HOME=/design/flow/orfs finish
==> report_table.html <==
<h3>Flow metrics</h3>
<table>
<tr><th>Metric</th><th>Value</th></tr>
<tr><th colspan="2">Timing</th></tr>
<tr><td>RSZ-0062 raised after global routing</td><td>no</td></tr>
<tr><td>Slew Viols, Final</td><td>0</td></tr>
<tr><td>Total of endpoints with negative setup slack in the final report</td><td>0</td></tr>
<tr><td>Total negative setup slack</td><td>0 ns</td></tr>
<tr><td>Worst slew margin relative to its limit</td><td>42.14%</td></tr>
<tr><td>Max Clock Skew</td><td>0.006976 ns</td></tr>
<tr><td>Portion of the clock cycle consumed by the worst path in the final layout</td><td>51.34%</td></tr>
<tr><td>Final count of hold timing violations</td><td>0</td></tr>
<tr><td>Minimum clock period after layout</td><td>3.029 ns</td></tr>
<tr><td>Worst slew pin tran</td><td>0.8617 ns</td></tr>
<tr><td>Peak clock frequency supported by timing</td><td>0.3301 GHz</td></tr>
<tr><th colspan="2">CTS</th></tr>
<tr><td>CTS tree</td><td>done</td></tr>
<tr><td>Number of hold buffers added after CTS</td><td>0</td></tr>
<tr><td>Clock root buffer master</td><td>sky130_fd_sc_hd__clkbuf_8</td></tr>
<tr><td>Buffers inserted during post-CTS setup optimization</td><td>0</td></tr>
<tr><td>Number of buffers on the longest clock path</td><td>2</td></tr>
<tr><td>Clock sink count</td><td>52</td></tr>
<tr><td>CTS resizes</td><td>0</td></tr>
<tr><td>Clock slew at reported path FFs</td><td>0.09 ns</td></tr>
<tr><td>H-tree levels</td><td>2</td></tr>
<tr><td>TritonCTS buffer count</td><td>5</td></tr>
<tr><td>Clock insertion delay at the later pin of the skew report</td><td>0.30 ns</td></tr>
<tr><th colspan="2">Routing</th></tr>
<tr><td>Average wire per cell in the routed design</td><td>12.52 um</td></tr>
<tr><td>Final wirelength</td><td>3794 um</td></tr>
<tr><td>DRC violation count after routing</td><td>0</td></tr>
<tr><td>Routed vias/inst</td><td>4.386</td></tr>
<tr><td>Inserted Diodes</td><td>0</td></tr>
<tr><td>Number of routed nets with antenna violations</td><td>0</td></tr>
<tr><td>DRC marker count from the first detailed-route iteration</td><td>68</td></tr>
<tr><td>Count of TritonRoute iterations in the first routing pass</td><td>4</td></tr>
<tr><td>Total number of vias</td><td>1329</td></tr>
<tr><th colspan="2">Min path</th></tr>
<tr><td>Hold wc startpoint</td><td>X[2]$_DFFE_PP_</td></tr>
<tr><td>Class of the most critical hold timing path</td><td>register to register</td></tr>
<tr><td>Number of instances on the worst hold path</td><td>0</td></tr>
<tr><th colspan="2">Setup path</th></tr>
<tr><td>Critical path, cell by cell</td><td>clkdlybuf4s50_1, nor4_1, nand2b_1, or3b_1, o21ai_0, xor2_1, o22ai_1</td></tr>
<tr><td>Critical path type</td><td>input port to register</td></tr>
<tr><td>Crit path launch type</td><td>input port</td></tr>
<tr><td>CP Data Required Time</td><td>6.07 ns</td></tr>
<tr><td>Register-to-Register Path Depth</td><td>5</td></tr>
<tr><td>Launching element of the worst setup path</td><td>inp[4]</td></tr>
<tr><td>CP peak stage delay</td><td>0.47 ns</td></tr>
<tr><td>Type of element capturing the critical path</td><td>register</td></tr>
<tr><td>Worst-path fanout max</td><td>5</td></tr>
<tr><td>Worst-path cell with the longest stage delay</td><td>sky130_fd_sc_hd__clkdlybuf4s50_1</td></tr>
<tr><td>Start of the worst register-to-register path</td><td>Y[10]$_DFFE_PP_</td></tr>
<tr><td>Stages on worst setup path</td><td>7</td></tr>
<tr><td>Number of buffers and inverters on the critical path</td><td>1</td></tr>
<tr><td>Dominant delay contributor by cell family on the critical path</td><td>simple AND/OR/NAND/NOR gates</td></tr>
<tr><td>Arrival time of data at the critical path endpoint</td><td>3.20 ns</td></tr>
<tr><th colspan="2">Synth</th></tr>
<tr><td>Instance count of the mapped netlist</td><td>165</td></tr>
<tr><td>Number of enable-type register cells in the synthesized netlist</td><td>36</td></tr>
<tr><td>Ys flop type</td><td>sky130_fd_sc_hd__edfxtp_1</td></tr>
<tr><td>Share of async-settable or async-resettable flops after synthesis</td><td>0%</td></tr>
<tr><td>Number of distinct library cells after synthesis</td><td>34</td></tr>
<tr><td>Combined area of all synthesized cells</td><td>0.002225 mm2</td></tr>
<tr><td>Library cell with the largest summed area after synthesis</td><td>sky130_fd_sc_hd__edfxtp_1</td></tr>
<tr><td>Cells in synth_stat.txt</td><td>165</td></tr>
<tr><td>Count of synthesis-stage warnings from yosys</td><td>1</td></tr>
<tr><td>Main area contributors</td><td>sky130_fd_sc_hd__edfxtp_1, sky130_fd_sc_hd__dfxtp_1, sky130_fd_sc_hd__xnor2_1</td></tr>
<tr><td>Sequential share of the synthesized area</td><td>62.99%</td></tr>
<tr><td>Chip area estimate from yosys synthesis</td><td>0.002225 mm2</td></tr>
<tr><td>Area share of the leading cell type in the synthesized netlist</td><td>48.59%</td></tr>
<tr><td>Seq cells post-synth</td><td>52</td></tr>
<tr><td>Post-Synthesis Mean Instance Area</td><td>13.48 um2</td></tr>
<tr><th colspan="2">Floorplan</th></tr>
<tr><td>Vertical die dimension</td><td>88.11 um</td></tr>
<tr><td>Std cell rows</td><td>31</td></tr>
<tr><td>I/O pin total</td><td>34</td></tr>
<tr><td>CORE AREA</td><td>0.007214 mm2</td></tr>
<tr><td>Floorplan core density</td><td>30.84%</td></tr>
<tr><td>Width of the die</td><td>88.11 um</td></tr>
<tr><td>Area of the chip</td><td>0.007763 mm2</td></tr>
<tr><th colspan="2">Global route</th></tr>
<tr><td>Vias in the first global route</td><td>1287</td></tr>
<tr><td>Gr usage total</td><td>10.86%</td></tr>
<tr><td>Number of antenna violations at the first check in global routing</td><td>0</td></tr>
<tr><td>Total congestion overflow after global routing</td><td>0</td></tr>
<tr><td>Wire length of the first global-routing pass</td><td>6161 um</td></tr>
<tr><td>Maximum number of pins on one net before global-route repair</td><td>44</td></tr>
<tr><th colspan="2">Cells and area</th></tr>
<tr><td>Core Util, Final</td><td>38.17%</td></tr>
<tr><td>Layout area overhead</td><td>23.79%</td></tr>
<tr><td>Most frequent cells in the layout</td><td>sky130_fd_sc_hd__edfxtp_1, sky130_fd_sc_hd__clkdlybuf4s50_1, sky130_fd_sc_hd__xnor2_1</td></tr>
<tr><td>Layout cell share with drive strength beyond 1</td><td>6.863%</td></tr>
<tr><td>Most common cell after layout, fill and taps aside</td><td>sky130_fd_sc_hd__edfxtp_1</td></tr>
<tr><th colspan="2">Place</th></tr>
<tr><td>Number of input and output port buffers inserted</td><td>33</td></tr>
<tr><td>Gp weighted congestion</td><td>0.7960</td></tr>
<tr><td>Half-perimeter wire length of the detailed placement result</td><td>2681 um</td></tr>
<tr><th colspan="2">Pwr</th></tr>
<tr><td>Worst vdd ir</td><td>0.1926 mV</td></tr>
<tr><td>Pwr dens</td><td>365.4 mW/mm2</td></tr>
<tr><td>Leak</td><td>0.9661 nW</td></tr>
<tr><th colspan="2">Outcome</th></tr>
<tr><td>Run status</td><td>completed</td></tr>
<tr><th colspan="2">Job</th></tr>
<tr><td>Max_cap viols</td><td>0</td></tr>
<tr><td>Number of warnings the tools reported</td><td>25</td></tr>
</table>
per-stage QoR:
stage	std cells	setup WS, ns	hold slack [ns]	total power, W	cell area [um2]
detailed placement	295	2.565	0.4045	0.0008168	2659
global route	303	2.743	0.4330	0.001080	2754
floorplan	165	3.237	0.4003	0.0006975	2225
global placement	295	2.575	0.4034	0.0008178	2659
finish	303	2.871	0.4252	0.001006	2754
CTS	303	2.873	0.4269	0.001023	2754
sequential cells by signal (all words and copies together), names as in the netlist:
register	count
X	18
Y	18
outp	16
area by class of cell:
type	count	area (um2)
Clock buffer	5	68.82
Clock inverter	3	26.28
Fill cell	721	4461
Inverter	6	22.52
Multi-Input combinational cell	104	778.2
Sequential cell	52	1401
Tap cell	99	123.9
Timing Repair Buffer	34	332.8
Yosys cell counts (2+ instances only):
library cell,count
sky130_fd_sc_hd__o2111a_1,2
sky130_fd_sc_hd__xnor3_2,2
sky130_fd_sc_hd__nor2b_1,4
sky130_fd_sc_hd__o22ai_1,9
sky130_fd_sc_hd__inv_1,6
sky130_fd_sc_hd__dfxtp_1,16
sky130_fd_sc_hd__ha_1,2
sky130_fd_sc_hd__o41ai_1,2
sky130_fd_sc_hd__xnor2_1,17
sky130_fd_sc_hd__nor4_1,2
sky130_fd_sc_hd__or3_1,3
sky130_fd_sc_hd__o21ai_0,7
sky130_fd_sc_hd__o2bb2ai_1,2
sky130_fd_sc_hd__nor3_1,2
sky130_fd_sc_hd__nand2_1,14
sky130_fd_sc_hd__nor2_1,8
sky130_fd_sc_hd__edfxtp_1,36
sky130_fd_sc_hd__o2111ai_1,2
sky130_fd_sc_hd__a21oi_1,5
sky130_fd_sc_hd__xor2_1,10
final timing paths:
kind                         endpoint  slack (ns)
setup reg to reg   outp[1]$_SDFF_PN0_        3.25
hold / removal         X[1]$_DFFE_PP_        0.43
hold reg to reg        X[1]$_DFFE_PP_        0.43
setup / recovery  outp[10]$_SDFF_PN0_        2.87
layer usage:
metal / wire length [um] / vias up / track usage [%]
met5: 0 / - / 0
met1: 1981 / 603 / 19.53
met3: 280 / 4 / 3.626
li1: - / 682 / -
met4: 36 / 0 / 1.320
met2: 1496 / 40 / 13.67
worst register-to-register path, stage by stage, from the launching register on:
cell	delay, ns
sky130_fd_sc_hd__edfxtp_1	0.43
sky130_fd_sc_hd__xor2_1	0.24
sky130_fd_sc_hd__xnor3_2	0.52
sky130_fd_sc_hd__xnor2_4	0.56
sky130_fd_sc_hd__mux4_1	0.62
sky130_fd_sc_hd__and2_1	0.18
cells by family (layout without fill, tap and decap cells):
logic type	after synthesis	after routing	share of synthesized area, %
xor+xnor	31	31	15.02
simple gates	38	38	8.212
mux	1	1	1.181
fa+ha+maj	2	2	1.125
buf+inv	9	48	2.025
compound gates	32	32	9.449
flops	52	52	62.99
power by group:
group / internal [W] / switching (W) / leakage [nW]
sequential: 0.000446 / 0.0000168 / 0.486
combinational: 0.000190 / 0.000155 / 0.432
clock: 0.0000864 / 0.000113 / 0.0487
total: 0.000722 / 0.000284 / 0.966
Power and IR drop assume default switching activity.
